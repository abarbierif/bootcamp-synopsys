<file path="./config.mk">
export PLATFORM = sky130hd
export DESIGN_NAME = alu
export DESIGN_NICKNAME = alu
export VERILOG_FILES = /design/flow/design.v
export SDC_FILE = /design/flow/constraint.sdc
export NUM_CORES = 4
export LEC_CHECK = 1
export CORE_UTILIZATION = 50
</file>
<file path="./constraint.sdc">
current_design alu

set clk_period 2.6
set clk_io_pct 0.2

create_clock -name clk0 -period $clk_period

set non_clock_inputs [all_inputs -no_clocks]
set_input_delay [expr $clk_period * $clk_io_pct] -clock clk0 $non_clock_inputs
set_output_delay [expr $clk_period * $clk_io_pct] -clock clk0 [all_outputs]
</file>
<file path="./design.v">
module alu #(
  parameter WIDTH=8
  )(
  input [WIDTH-1:0] in0, in1,
  input [2:0] op,
  input nvalid_data,
  output reg [2*WIDTH-1:0] out,
  output zero,
  output error
);
  always @(*) begin
    case(op)
      3'b000: out = in0 + in1;
      3'b001: out = in0 - in1;
      3'b010: out = in0 * in1;
      3'b011: out = in0 / in1;
    endcase
  end
  assign zero = (out==0);
  assign error = (((op==3'b011)&&(in1==0)) || nvalid_data);
endmodule
</file>
<file path="./run.sh">
#!/bin/bash
# OpenROAD 26Q1-2900-gdf79404cd8, Yosys 0.63+post, stock flow scripts
make -C /OpenROAD-flow-scripts/flow DESIGN_CONFIG=/design/flow/config.mk WORK_HOME=/design/flow/orfs finish
</file>
==> flow_metrics.py <==
# Physical implementation metrics
metrics = {
    "outcome": {
        "status": "complete, no violations",
    },
    "final_layout": {
        "fillers": 1625,
        "synthToLayoutAreaGrowth_pct": 8.31,
        "largest_reg_flops": 16,
        "final_core_util_pct": 55.6,
        "drive_gt1_share_pct": 8.39,
    },
    "power_and_ir_drop": {
        "p_int_uw": 4920,
        "p_seq_share_pct": 0.8,
        "p_switching_uw": 5110,
        "ir_worst_vdd_v": 0.00233,
        "p_comb_share_pct": 99.2,
        "p_leak_uw": 0.00455,
        "swShare_pct": 50.9,
        "clock_power_share_pct": 0,
        "p_total_uw": 10000,
        "p_per_area_nw_per_um2": 1080,
    },
    "setup_path": {
        "critical_path_arrival_ns": 1.96,
        "critical_path_class": "in -> out",
        "worst_ep_required_time_ns": 2.08,
        "worst_setup_path_start_kind": "input port",
        "crit_fanout": 2,
        "worstSetupEndpointType": "primary output",
    },
    "routing": {
        "vias": 8003,
        "wl_per_cell_um": 16.4,
        "drc": 0,
        "firstDrtPassIters": 5,
        "via_per_inst": 5.77,
        "routed_wl_mm": 22.7,
        "drt.antenna.violating_nets": 0,
        "num_antenna_cells": 0,
        "drt_iter0_markers": 336,
    },
    "sta": {
        "maxSlewViolCount": 0,
        "final_hold_viol_count": 0,
        "finalCritPeriodShare_pct": 95.5,
        "final.min_clock_period_ns": 2.48,
        "slew-limit-headroom_pct": 48.2,
        "rsz0062_at_grt": "false",
        "tns_ns": 0,
        "setup_viol": 0,
        "unclocked_regs": 16,
        "hold_ws_ns": 1.80,
        "worst_slack_ns": 0.117,
        "tightest_slew_ns": 0.770,
        "untimed_endpoints": 33,
        "fmax_mhz": 403,
    },
    "flow_run": {
        "warnings": 43,
        "cap_violations": 0,
    },
    "die": {
        "die_y_um": 133,
        "num_rows": 47,
        "io-pin-count": 38,
        "initCoreUtil_pct": 51.4,
        "die_w_um": 133,
        "coreArea_um2": 16600,
        "die_area_um2": 17600,
    },
    "global_route": {
        "grt_pass1_vias": 7605,
        "grt_max_degree": 24,
        "grtUsageTotal_pct": 27.3,
        "grt_pass1_wl_mm": 38.0,
        "antenna_found_initial": 0,
        "gr-total-overflow": 0,
    },
    "synth": {
        "synth.distinct_cells": 90,
        "synth_top_cell_by_area": "ha_1",
        "synth-adder-area-share_pct": 31.4,
        "synthTopCellsByArea": "ha_1 (23%), fa_1 (8.9%), nor2_1 (5.5%)",
        "synthCells": 1132,
        "aoi_share_pct": 27.1,
        "yosysTopAreaCellShare_pct": 22.5,
        "yosys-top-cells-count": "ha_1 (154), nor2_1 (126), inv_1 (91)",
        "synth-edff-count": 0,
        "top_logic_kind": "adder cells",
        "synth_simple_gate_area_share_pct": 20.7,
        "synth-main-ff-cell": "dlxtn_1",
        "async_flop_share_pct": 0,
        "most_common_cell": "ha_1",
        "yosysWarnings": 1,
        "synth_stat.cells": 1132,
        "synth.mux.area_fraction_pct": 6.07,
        "avgSynthCellArea_um2": 7.55,
        "ys_area_um2": 8550,
        "synth_xor_xnor_area_share_pct": 5.84,
        "synthesis.area_um2": 8550,
        "synth_flops": 16,
    },
    "placement": {
        "pre_cts_slack_ns": -0.0517,
        "hpwl_mm": 18.5,
        "place_congestion": 0.878,
        "io_buffers": 38,
    },
    "hold_path": {
        "min_path_cells": 5,
        "hold_end": "error",
        "hp-class": "in -> out",
        "hold_start": "in1[4]",
    },
}
-- layout by cell type, fill, tap and decap left out, types with 9 or more instances in the layout --
cell,n
mux2_2,27
nand3_1,21
xor2_1,24
nor4_1,10
nand2b_1,10
buf_4,24
nor3_1,53
o21ai_0,49
o21bai_1,11
or2_2,12
a21oi_1,83
or3_1,10
o21a_1,40
ha_1,154
xnor2_1,33
fa_1,38
dlxtn_1,16
o211ai_1,9
nor2_1,126
nand2_1,75
mux2i_1,11
o31ai_1,16
inv_1,91
clkdlybuf4s50_1,36
a21o_1,34
-- how the worst max path moves through the flow --
stage,start,cells after the start,endpoint
after CTS,in1[6],5,error
after global routing,in1[5],5,error
final,in1[5],5,error
-- through the flow --
stage	instances	cell area (um^2)
after detailed placement	1387	9230
after global placement	1387	9230
after global routing	1388	9260
after CTS	1388	9240
final	1388	9260
after floorplan	1139	8580
-- final cells by class --
type | count | area (um^2) | share of cell area, %
Timing Repair Buffer | 62 | 566 | 6.11
Sequential cell | 16 | 240 | 2.59
Multi-Input combinational cell | 998 | 7830 | 84.6
Inverter | 92 | 345 | 3.73
Tap cell | 220 | 275 | 2.97
-- per-layer routing --
metal	up-vias	track usage, %	wire, um
met5	-	0	0
met4	0	2.43	215
met3	14	0.469	737
met2	138	46.5	10500
met1	3665	40.6	11300
li1	4186	-	-
-- logic make-up after synthesis --
| logic type | Yosys count |
|---|---|
| AOI/OAI and AO/OA | 332 |
| xor gates and xnor gates | 57 |
| adders and majority gates | 192 |
| buffers and inverters | 125 |
| latches | 16 |
| muxes | 45 |
| other | 1 |
| and+or+nand+nor | 364 |
-- power groups by stage --
stage | clock, uW | combinational (uW) | sequential, uW
finish | 0 | 9950 | 76.3
CTS | 0 | 9990 | 76.4
global route | 0 | 11300 | 79.8
-- critical path, cell delays in order --
cell and delay, ns:
clkdlybuf4s50_1 0.47, nor4_4 0.25, nand3_1 0.13, o21bai_1 0.13
clkdlybuf4s50_1 0.46
-- repair_timing --
item / in CTS / in global routing
pin swaps: 2 / 3
hold buffers: 0 / 0
endpoints found under the setup margin: 1 / 1
setup buffers: 1 / 0
resized: 0 / 5
Power is estimated from default activity; no workload was simulated.
