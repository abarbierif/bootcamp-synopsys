==> design/flow/design.v <==
module memory #(
  parameter WIDTH=8
  )(
  input clk,
  input memWrite,
  input memRead,
  input [2*WIDTH-1:0] memWriteData,
  input [7:0] memAddress,
  output [2*WIDTH-1:0] memOutData
);
  reg [WIDTH-1:0] mem [255:0];
  always @(posedge clk) begin
    if(memWrite) mem[memAddress] <= memWriteData;
  end
  always @(*) begin
    if(memRead) memOutData <= mem[memAddress];
  end
endmodule
==> design/flow/run.sh <==
#!/bin/bash
# OpenROAD 26Q1-2900-gdf79404cd8, Yosys 0.63+post, stock flow scripts
make -C /OpenROAD-flow-scripts/flow DESIGN_CONFIG=/design/flow/config.mk WORK_HOME=/design/flow/orfs finish
==> design/flow/config.mk <==
export PLATFORM = sky130hd
export DESIGN_NAME = memory
export DESIGN_NICKNAME = memory
export VERILOG_FILES = /design/flow/design.v
export SDC_FILE = /design/flow/constraint.sdc
export NUM_CORES = 4
export LEC_CHECK = 1
export CORE_UTILIZATION = 50
==> design/flow/constraint.sdc <==
current_design memory

set clk_period 20.1
set clk_io_pct 0.2

create_clock -name clk0 -period $clk_period [get_ports {clk}]

set non_clock_inputs [all_inputs -no_clocks]
set_input_delay [expr $clk_period * $clk_io_pct] -clock clk0 $non_clock_inputs
set_output_delay [expr $clk_period * $clk_io_pct] -clock clk0 [all_outputs]
==> flow_metrics.env <==
# yosys + openroad results
export IMPL_max_slew_margin_rel_pct=35.1
export IMPL_hold_viol_final=0
export IMPL_yosysCellCount=3556
export IMPL_xor_share_pct=0
export IMPL_powerDensity_mw_per_mm2=100
export IMPL_end_kind="register"
export IMPL_synthTopLogicFamily="multiplexers"
export IMPL_area_growth_pct=12.1
export IMPL_vias_per_cell=6.21
export IMPL_hpwl_mm=108
export IMPL_synth_cells=3556
export IMPL_finalPower_mw=8.83
export IMPL_cts_resized_gates=0
export IMPL_syn_area_mm2=0.0785
export IMPL_finalCritPeriodShare_pct=36.2
export IMPL_unclocked_regs=8
export IMPL_max_freq_mhz=137
export IMPL_path_class="primary input to register"
export IMPL_avgSynthCellArea_um2=22.1
export IMPL_clockBufferDepth=3
export IMPL_rsz0062_at_grt="no"
export IMPL_fp_dieW_um=398
export IMPL_cp_arrival_ns=7.72
export IMPL_yosysWarnings=2
export IMPL_via_count=36700
export IMPL_cts_buffers=198
export IMPL_crit_path_max_fanout=53
export IMPL_h_tree_depth=4
export IMPL_drt_pass1_iter_count=7
export IMPL_clkTransAtPathRegs_ns=0.06
export IMPL_run_status="finished clean"
export IMPL_gp_congestion=0.888
export IMPL_portBuffers=26
export IMPL_ys_chip_area_mm2=0.0785
export IMPL_fin_tns_setup_ns=0
export IMPL_io_pins=43
export IMPL_synth_adder_area_share_pct=0
export IMPL_fp_util_pct=50.3
export IMPL_worst_ir_drop_vdd_v=0.0000887
export IMPL_cp_slowest_stage_delay_ns=0.72
export IMPL_initialDrtViolationCount=2315
export IMPL_cp_data_required_time_ns=20.54
export IMPL_grt_first_pass_wirelength_mm=267
export IMPL_ys_types=23
export IMPL_cts_setup_buffers=0
export IMPL_cts_hold_buffers=0
export IMPL_synth_simple_gate_area_share_pct=1.73
export IMPL_slowest_stage="buf_4"
export IMPL_untimed_endpoints=16
export IMPL_setup_viol=0
export IMPL_grt_max_degree=106
export IMPL_cp_common_cell="buf_4"
export IMPL_drc=0
export IMPL_die_h_um=398
export IMPL_warning_count=36
export IMPL_drv_cap=0
export IMPL_wl_per_cell_um=30.8
export IMPL_drive_above_1_share_pct=24.8
export IMPL_cts_root_buf="clkbuf_16"
export IMPL_ys_sh_mux_pct=14.7
export IMPL_start_kind="primary input"
export IMPL_ys_sh_aoi_pct=3.62
export IMPL_worst_pin_slew_ns=0.963
export IMPL_antenna_found_initial=6
export IMPL_row_count=145
export IMPL_wirelength_mm=182
export IMPL_hold_path_class="primary input to register"
export IMPL_overflow=0
export IMPL_slew_viol_final=0
export IMPL_core_mm2=0.156
export IMPL_min_period_ns=7.27
export IMPL_ant_nets=0
export IMPL_grt_pass1_vias=41600
export IMPL_cts_tree="built"
export IMPL_leakagePower_nw=26.7
export IMPL_cp_cell_sequence="clkdlybuf4s50_1 > buf_4 > nor2b_4 > buf_4 > buf_4 > nand3_1 > buf_4 > nor2_1"
export IMPL_chipArea_mm2=0.159
export IMPL_ys_flops=2056
export IMPL_gr_usage_all_layers_pct=26.6
[critical path, delay by kind of cell]
kind | cells | cell delay, ns
buf+inv | 5 | 2.23
simple gates | 3 | 1.34
[worst paths after layout]
path	start	end	slack, ns	cells past startpoint
setup / recovery	memAddress[3]	mem[56][2]$_DFFE_PP_	12.83	8
hold / removal	memWriteData[3]	mem[208][3]$_DFFE_PP_	3.65	1
[cells by family (layout without fill, tap and decap cells)]
kind of cell,count (synthesis),count (layout)
AND-OR/OR-AND,416,416
buffers and inverters,241,523
flip-flops,2048,2048
latches,8,8
multiplexers,512,512
other,1,10
AND/OR/NAND/NOR,330,330
[metrics by stage]
| stage | setup slack [ns] | instances | hold slack (ns) | util, % | instance area, µm² |
|---|---|---|---|---|---|
| floorplan | 13.86 | 3563 | 4.12 | - | 78500 |
| global placement | 12.08 | 5544 | 4.52 | 52.2 | 81400 |
| detailed placement | 11.97 | 5544 | 4.53 | 52.2 | 81400 |
| CTS | 12.88 | 5903 | 3.62 | 56.4 | 88000 |
| global route | 12.67 | 5905 | 3.65 | 56.4 | 88000 |
| finish | 12.83 | 5905 | 3.65 | 56.4 | 88000 |
[cells in the mapped netlist]
master | number | area [µm²]
inv_1 | 1 | 3.75
nor2_1 | 232 | 871
or2_2 | 2 | 12.5
nor2b_1 | 7 | 43.8
buf_2 | 36 | 180
conb_1 | 1 | 3.75
buf_1 | 19 | 71.3
or3_1 | 1 | 6.26
nand3_1 | 13 | 65.1
clkbuf_1 | 145 | 544
a21oi_1 | 128 | 641
mux4_2 | 512 | 11500
dlxtp_1 | 8 | 120
a22oi_1 | 256 | 1920
nand2b_1 | 6 | 37.5
buf_6 | 16 | 180
o41ai_1 | 32 | 280
buf_4 | 24 | 180
and2_1 | 3 | 18.8
nor3_1 | 30 | 150
nand4_1 | 8 | 50.1
nand2_1 | 28 | 105
edfxtp_1 | 2048 | 61500
[power by group]
part | internal, mW | switching (mW) | leakage (nW)
sequential | 4.71 | 0.00234 | 18.5
combinational | 0.132 | 0.252 | 5.03
clock | 2.17 | 1.56 | 3.19
total | 7.01 | 1.82 | 26.7
[layout by cell type (no fill, tap or decap), types with 4 or more instances in the layout]
master           instances
nor2b_1                  5
clkinv_4                 6
o41ai_2                  6
mux4_2                 512
dlxtp_1                  8
o41ai_1                 26
bufinv_16               27
nand2_1                 28
clkinv_2                25
nand4_1                  8
nor3_1                  30
a21oi_1                128
nor2_1                 231
clkinvlp_4              10
a22oi_1                256
clkinv_1                40
inv_16                   7
nand3_1                 13
clkdlybuf4s50_1         16
conb_1                   8
buf_4                  134
clkbuf_8                 8
nand2b_1                 6
clkinv_8                 4
clkbuf_16              198
clkbuf_1                37
edfxtp_1              2048
[cell type report]
type,instances,area [µm²]
multi-input cells,1266,15800
flip-flops and latches,2056,61600
well taps,2058,2570
fillers,11000,68000
repair buffers,163,1370
inverters,1,3.75
clock buffers,235,5090
clock inverters,124,1530
diodes,2,5.00
[metal layers]
metal | wire, µm | global-route usage (%) | vias to the layer above
met1 | 57400 | 34.1 | 18600
met3 | 32100 | 21.2 | 334
met2 | 86600 | 37.6 | 2366
met5 | 552 | 2.24 | -
li1 | - | - | 15400
met4 | 5330 | 6.02 | 24
[state kept, by name, summed over array words and instances, names as in the netlist]
name	count
mem	2048
memOutData	8
No activity file was given, so power comes from the tool's default toggle rates.
