==> /design/flow/design.v <==
module mux4 #(
  parameter WIDTH=8
  )(
  input [WIDTH-1:0] din0, din1, din2, din3,
  input [1:0] sel,
  output [WIDTH-1:0] dout
);
  assign dout = sel[1] ? (sel[0] ? din3 : din2) : (sel[0] ? din1 : din0); 
endmodule
module mux_reg #(
  parameter WIDTH=8
  )(
  input clk,
  input rst,
  input [1:0] sel,
  input [WIDTH-1:0] in0, in1, in2, in3,
  output [WIDTH-1:0] out
);
  wire [WIDTH-1:0] muxtoreg;
  mux4 mux4_0(
    .din0(in0),
    .din1(in1),
    .din2(in2),
    .din3(in3),
    .sel(sel),
    .dout(muxtoreg)
  );
  reg_bank rb_0(
    .clk(clk),
    .rst(rst),
    .wr_en(1'b1),
    .in(muxtoreg),
    .out(out)
  );
endmodule
module reg_bank #(
  parameter WIDTH = 8
  )(
  input clk,
  input rst,
  input wr_en,
  input [WIDTH-1:0] in,
  output reg [WIDTH-1:0] out
);
  always @(posedge clk or posedge rst) begin
    if(rst) out <= 0;
    else if(wr_en) out <= in;
  end
endmodule
==> /design/flow/run.sh <==
#!/bin/bash
# OpenROAD 26Q1-2900-gdf79404cd8, Yosys 0.63+post, stock flow scripts
make -C /OpenROAD-flow-scripts/flow DESIGN_CONFIG=/design/flow/config.mk WORK_HOME=/design/flow/orfs finish
==> /design/flow/config.mk <==
export PLATFORM = sky130hd
export DESIGN_NAME = mux_reg
export DESIGN_NICKNAME = mux_reg
export VERILOG_FILES = /design/flow/design.v
export SDC_FILE = /design/flow/constraint.sdc
export NUM_CORES = 4
export LEC_CHECK = 1
export CORE_AREA = 10 10 70 70
export DIE_AREA = 0 0 80 80
==> /design/flow/constraint.sdc <==
current_design mux_reg

set clk_period 1.0
set clk_io_pct 0.2

create_clock -name clk0 -period $clk_period [get_ports {clk}]

set non_clock_inputs [all_inputs -no_clocks]
set_input_delay [expr $clk_period * $clk_io_pct] -clock clk0 $non_clock_inputs
set_output_delay [expr $clk_period * $clk_io_pct] -clock clk0 [all_outputs]
==> flow_summary_export.csv <==
group,metric,value,unit
floorplan,die-area,6400,µm²
cts,clock-sinks,8,
critical_path,crit_family,"multiplexers",
critical_path,critical_path_required,1.11,ns
critical_path,cp_max_fo,1,
sta,fin_crit,0.9641,ns
sta,final_hold_viol_count,0,
critical_path,arrival,1.07,ns
place,gp_congestion,0.8178,
detailed_routing,wl_per_cell,13.99,µm
detailed_routing,ant_nets,0,
grt,grt_overflow_total,0,
floorplan,ios,44,
detailed_routing,wl,1581,µm
status,status,"finished, final reports clean",
cts,clk_pin_slew,0.05,ns
layout,filler_cell_count,371,
detailed_routing,drc,0,
yosys,postSynthCellCount,19,
layout,fin_util,26.30,%
power_and_ir_drop,pwr_density_cell,943.7,nW/µm²
grt,grt_pass1_wl,2408,µm
yosys,seq_area_frac_synth,50.00,%
cts,cts_buffer_depth,2,
layout,seq_area,200.2,µm²
sta,rsz0062_at_grt,"no",
worst_hold_path,min_path_type,"primary input to async pin",
layout,reg_top3,"rb_0.out: 8 flops",
critical_path,critical_path_class,"primary input to flop",
cts,cts_hold_buf,0,
grt,use_met2,7.464,%
cts,tritoncts,"yes",
floorplan,die_y,80,µm
sta,fin_crit_sh,96.41,%
layout,regMostFlops,"rb_0.out",
critical_path,endpoint_kind,"flop",
floorplan,fp_util,11.72,%
sta,max-slew-margin-rel,81.52,%
critical_path,slowest_delay,0.47,ns
yosys,ys_area,400.4,µm²
floorplan,row_count,21,
cts,cts_buffers,3,
sta,fmax,1037,MHz
sta,finalSetupViolCount,0,
layout,drive_gt1_share,34.33,%
detailed_routing,insertedDiodeCount,0,
layout,largest_reg_flops,8,
floorplan,core_area,3416,µm²
yosys,yosys_warnings,1,
power_and_ir_drop,power,0.8478,mW
cts,cts-root-buf,"clkbuf_4",
critical_path,crit_buf_inv,1,
power_and_ir_drop,ir_worst_vdd,0.2393,mV
grt,grt_use_total,4.890,%
layout,area.combinational,180.2,µm²
grt,busiest_layer,"met2",
critical_path,critPathLaunchType,"primary input",
grt,grt_start_max_net_pins,9,
sta,slew_violations,0,
sta,worst_pin_slew,0.2769,ns
cts,postCtsSetupBuffers,0,
detailed_routing,drt-initial-drc-count,4,
yosys,post_synth_instance_area,400.4,µm²
grt,globalRouteMet3Util,3.295,%
yosys,synth_cell_types,5,
yosys,syn-mean-instance-area,21.07,µm²
layout,area_growth_syn_to_layout,124.4,%
power_and_ir_drop,p_leak,0.3662,nW
detailed_routing,drtPass1Iterations,2,
run,warnings,25,
floorplan,dieWidth,80,µm
run,drv_cap,0,
grt,grt_pass1_vias,495,
yosys,ys.flops,8,
critical_path,crit_chain,"clkdlybuf4s50_1, mux4_2",
place,portBuffers,43,
detailed_routing,vias,360,
yosys,synth_stat.cells,19,
detailed_routing,viasPerCell,3.186,
grt,antenna_found_initial,0,
critical_path,slowest_stage,"mux4_2",
cts,ctsHtreeMaxLevel,1,
grt,grtUsageMet1,5.417,%
[placed cells by master (no fill, tap or decap), drive strengths merged]
cell type      netlist  final
dfrtp                8      8
clkdlybuf4s50        0     33
clkbuf               1     11
clkdlybuf4s15        0      1
inv                  1      1
mux4                 8      8
dlymetal6s2s         0      1
buf                  1      4
[cell type report]
cell class | instances | share of cell area, %
multi-input cells | 8 | 20.06
clock buffers | 3 | 2.507
inverters | 1 | 0.4178
flip-flops and latches | 8 | 22.28
well taps | 46 | 6.407
repair buffers | 47 | 48.33
[cell families (layout without fill, tap and decap cells)]
logic type / Yosys count / count (layout) / synth area share [%]
buffers and inverters: 3 / 51 / 4.998
DFF: 8 / 8 / 50.00
muxes: 8 / 8 / 45.00
[synthesized netlist by cell type]
library cell / n / area [µm²]
buf_6: 1 / 11.26
clkbuf_2: 1 / 5.000
dfrtp_1: 8 / 200.2
inv_1: 1 / 3.750
mux4_2: 8 / 180.2
[where the power goes]
| group | switching [mW] | total, mW | internal, mW | leakage [nW] |
|---|---|---|---|---|
| Clock | 0.0868 | 0.223 | 0.136 | 0.0138 |
| Combinational | 0.0573 | 0.259 | 0.202 | 0.259 |
| Sequential | 0.00913 | 0.366 | 0.357 | 0.0932 |
| Total | 0.153 | 0.848 | 0.695 | 0.366 |
[worst paths after layout]
path,startpoint,end,slack [ns],cells after the start
setup / recovery,in3[5],rb_0.out[5]$_DFF_PP0_,0.04,2
hold / removal,rst,rb_0.out[2]$_DFF_PP0_,0.21,2
max in group asynchronous,rst,rb_0.out[5]$_DFF_PP0_,0.58,2
min in group clk0,sel[1],rb_0.out[1]$_DFF_PP0_,0.40,3
[through the flow]
stage	setup TNS, ns	hold WS [ns]	worst slack, ns	std cells	cell area [µm²]
final	0	0.2051	0.03591	113	898.4
after global routing	0	0.2124	0.01127	113	898.4
after CTS	0	0.2101	0.001802	113	930.9
after detailed placement	-3.860	0.4636	-0.4946	110	902.1
after global placement	-3.700	0.4575	-0.4720	110	902.1
after floorplan	0	0.01566	0.04795	19	400.4
[repair_timing]
| action | CTS | global route |
|---|---|---|
| hold endpoints to repair | 0 | 0 |
| setup endpoints to repair | 16 | 13 |
| gates resized | 19 | 11 |
[metal layers]
| layer | up-vias | part of all wire [%] |
|---|---|---|
| met1 | 158 | 37 |
| li1 | 175 | - |
| met4 | 0 | 2.2 |
| met5 | - | 0 |
| met2 | 25 | 46 |
| met3 | 2 | 15 |
Power and IR drop assume default switching activity.
